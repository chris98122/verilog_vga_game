$ cat design/flow/config.mk
export PLATFORM = sky130hd
export DESIGN_NAME = vga_display
export DESIGN_NICKNAME = vga_display
export VERILOG_FILES = /design/flow/design.v
export SDC_FILE = /design/flow/constraint.sdc
export NUM_CORES = 4
export LEC_CHECK = 1
export CORE_AREA = 10 10 86 86
export DIE_AREA = 0 0 96 96
$ cat design/flow/constraint.sdc
current_design vga_display

set clk_period 3.8
set clk_io_pct 0.2

create_clock -name clk0 -period $clk_period [get_ports {clk}]

set non_clock_inputs [all_inputs -no_clocks]
set_input_delay [expr $clk_period * $clk_io_pct] -clock clk0 $non_clock_inputs
set_output_delay [expr $clk_period * $clk_io_pct] -clock clk0 [all_outputs]
$ cat design/flow/design.v
module vga_display(
	input clk,
	input reset,
	output reg[9:0] Hcnt,
	output reg[9:0] Vcnt,
	output hs,
	output vs,
	output blank,
	output vga_clk
);
	assign vga_clk = clk;
	assign vs = ~(Vcnt >= visible_area_v + front_porch_v && Vcnt < visible_area_v + front_porch_v + sync_pulse_v);
	assign hs = ~(Hcnt >= visible_area_h + front_porch_h && Hcnt < visible_area_h + front_porch_h + sync_pulse_h);
	assign blank = Vcnt < visible_area_v && Hcnt < visible_area_h;
	parameter integer visible_area_h = 640;
	parameter integer front_porch_h = 16;
	parameter integer sync_pulse_h = 96;
	parameter integer back_porch_h = 48;
	parameter integer whole_line_h = 800;
	parameter integer visible_area_v = 480;
	parameter integer front_porch_v = 10;
	parameter integer sync_pulse_v = 2;
	parameter integer back_porch_v = 33;
	parameter integer whole_line_v = 525;
	always@(posedge(clk)) 
	begin
		if (!reset)
		begin
			Hcnt = 0;
			Vcnt = 0;
		end
		else
		begin
			Hcnt = Hcnt + 1;
			if( Hcnt == whole_line_h)
			begin
				Hcnt = 0;
				Vcnt = Vcnt + 1;
				if( Vcnt == whole_line_v)
					Vcnt = 0;
			end
		end
	end
endmodule
$ cat design/flow/run.sh
#!/bin/bash
# OpenROAD 26Q1-2900-gdf79404cd8, Yosys 0.63+post, stock flow scripts
make -C /OpenROAD-flow-scripts/flow DESIGN_CONFIG=/design/flow/config.mk WORK_HOME=/design/flow/orfs finish
==> flow_summary_export.csv <==
group,metric,value,unit
status,status,"completed",
critical_path,cpMaxStageDelayCell,"clkdlybuf4s50_1",
final_layout,drive_gt1_frac,0.0629,
critical_path,r2r_slack,1.08,ns
run,warning_count,30,
route,drt_first_pass_iters,4,
global_route,antenna_found_initial,0,
pwr,ir_drop,0.172,mV
final_layout,fin_cells,247,
sta,worst_slack,0.518,ns
logic_synthesis,netlist_instances,150,
place,place_area,1490,um2
pwr,leakage,0.535,nW
run,maxCapViolations,0,
logic_synthesis,ys_async_sr_fraction,0,
global_route,grt_pass1_vias,1005,
logic_synthesis,top_area_frac,0.339,
critical_path,path_cells,"clkbuf_8, clkbuf_8, clkdlybuf4s50_1",
logic_synthesis,ys.flops,20,
sta,hold_viol,0,
logic_synthesis,flop_cell,"dfxtp_1",
final_layout,layout_top_cell,"clkdlybuf4s50_1",
final_layout,final_cell_area,1600,um2
pwr,p_per_area,345,nW/um2
critical_path,path_buffers,3,
critical_path,crit_required,3.04,ns
clocking,cts_tree,"built",
logic_synthesis,adder_share,0.0530,
place,port_buffers,25,
sta,holdWs,0.501,ns
logic_synthesis,synth.distinct_cells,39,
logic_synthesis,synth_seq_share,0.339,
sta,slew_headroom,0.489,
route,drt_wl_total,3150,um
floorplanning,io_pins,26,
route,antennaDiodeCount,0,
floorplanning,die_h,96,um
route,drc,0,
floorplanning,die_w,96,um
worst_hold_path,holdCritPathClass,"reg2reg",
critical_path,setup.worst_path.end_class,"output pin",
global_route,track_usage,0.0671,
global_route,grt_pass1_wl,5080,um
critical_path,crit_path_max_fanout,2,
sta,rsz0062_at_grt,"false",
critical_path,slowest_delay,0.40,ns
place,dpl_worst_slack,0.773,ns
logic_synthesis,synth.cell_area,1180,um2
final_layout,mostFrequentLayoutCells,"clkdlybuf4s50_1, dfxtp_1, nand2_1, nor2_1, nand3_1",
route,postRouteAntennaNets,0,
sta,fin_skew,0.00747,ns
critical_path,cp_data_arrival_time,2.52,ns
floorplanning,dieArea,9220,um2
route,wl_per_cell,12.8,um
route,drt_iter0_markers,144,
critical_path,startpoint_type,"clock port",
sta,setup_viol,0,
global_route,grt_max_degree,22,
place,place_hpwl,2220,um
final_layout,layout-area-overhead-vs-synth,35.3,%
clocking,cts_setup_buffers,0,
pwr,p_total,552,uW
logic_synthesis,yosys-stat-area,1180,um2
global_route,gr-total-overflow,0,
sta,final_max_slew_viol_count,0,
critical_path,path_class,"clk2out",
place,place_congestion,0.871,
floorplanning,initCoreUtil,0.213,
logic_synthesis,edf_count,0,
logic_synthesis,yosysWarningCount,1,
final_layout,finish.utilization,0.288,
logic_synthesis,ys_sh_aoi,0.175,
logic_synthesis,xor_share,0.0667,
logic_synthesis,simple_gate_area_frac,0.299,
clocking,clock_latency,0.37,ns
clocking,path_clk_slew,0.09,ns
clocking,cts_resized,0,
floorplanning,core.rowCount,27,
critical_path,cpMostUsedCell,"clkbuf_8",
logic_synthesis,ys_cells,150,
clocking,cts_hold_buf,0,
logic_synthesis,top_area_cell,"dfxtp_1",
route,drt-vias-per-instance,4.57,
logic_synthesis,synthTopCellsByArea,"dfxtp_1, nand2_1, ha_1",
critical_path,crit_family,"buffers and inverters",
floorplanning,core-area,5540,um2
route,vias,1128,
logic_synthesis,ys_sh_mux,0.00847,
logic_synthesis,logic_family,"simple AND/OR/NAND/NOR gates",
sta,worst_pin_slew,0.762,ns
place,dpl.cell_count,240,
sta,tns,0,ns
logic_synthesis,syn_area_per_cell,7.87,um2
[power by group]
group / switching [mW] / total, mW / leakage (nW) / internal, mW
clock: 0.0933 / 0.318 / 0.0612 / 0.225
sequential: 0.00395 / 0.216 / 0.162 / 0.212
combinational: 0.00862 / 0.0178 / 0.312 / 0.00914
[cell usage after synthesis (all sizes together), types with 2 or more instances]
master / count
a21oi: 7
and3: 3
buf: 4
clkbuf: 3
dfxtp: 20
ha: 5
inv: 9
nand2: 21
nand2b: 4
nand3: 11
nand4: 3
nor2: 12
nor2b: 2
nor3: 6
o21ai: 6
o31a: 2
o32ai: 2
o41ai: 2
or3: 4
xnor2: 3
xor2: 6
[metal layers]
metal | up-vias | track usage | routed length (um)
li1 | 583 | - | -
met2 | 23 | 0.103 | 1420
met4 | 0 | 0.0233 | 97
met3 | 7 | 0.0165 | 130
met1 | 515 | 0.0903 | 1510
met5 | - | 0 | 0
[sequential cells by signal (all words and copies together), names as in the netlist]
signal and flops:
Hcnt 10, Vcnt 10
[layout make-up]
| cell class | instances | area [um2] |
|---|---|---|
| tap | 72 | 90.1 |
| fill | 611 | 3940 |
| clock buffer | 7 | 92.6 |
| sequential | 20 | 400 |
| timing repair buffer | 24 | 240 |
| inverter | 9 | 33.8 |
| clock inverter | 1 | 30.0 |
| multi-input combinational | 114 | 711 |
[worst paths after layout]
check             cells after the start       to  startpoint
hold / removal                        1  Hcnt[0]     Hcnt[0]
setup / recovery                      3  vga_clk         clk
hold reg to reg                       1  Hcnt[0]     Hcnt[0]
setup reg to reg                      6  Vcnt[4]     Hcnt[4]
[cells by family after synthesis]
logic type | Yosys count
flops | 20
xor+xnor | 9
simple gates | 71
fa+ha+maj | 5
buf+inv | 16
mux | 1
compound gates | 28
Power figures rest on the tool's default switching activity, not on a simulated workload.
